<file path="flow/design.v">
`timescale 1ns / 1ps
module addr_dec  #(parameter AWIDTH = 4,
                   parameter DWIDTH = 8,
                   parameter REGWN  = 5, 
                   parameter REGRN  = 3,
                   parameter REGR_ADDR_OFFSET = 5)(
                   input  wire                         PSEL,
                   input  wire                         PWRITE,
                   input  wire                         PENABLE,
                   input  wire [AWIDTH-1:0]            PADDR,
                   output reg                          PSLVERR,
                   output reg  [REGWN-1:0]             pselw,
                   output reg  [REGRN-1:0]             pselr);
                   integer nbit=0;
always @(*) begin
 PSLVERR = 0;
 pselw = 'b0;
 pselr = 'b0;
             if (( PADDR > (REGR_ADDR_OFFSET+REGRN-1)) || ((PWRITE == 0) && (PADDR >= REGR_ADDR_OFFSET )))
                    PSLVERR = 1; 
                    else if (PENABLE || PSEL) begin    
                         if ( PADDR < REGR_ADDR_OFFSET )  
                             for ( nbit = 0;  nbit < REGWN; nbit = nbit + 1) begin   
                                                       if( nbit == PADDR) pselw[nbit] = 1;
                                                           else pselw[nbit] = 0; end
                         if ( PADDR >= REGR_ADDR_OFFSET )  
                             for ( nbit = 0;  nbit < REGRN; nbit = nbit + 1) begin   
                                                       if( nbit == PADDR-REGR_ADDR_OFFSET) pselr[nbit] = 1;
                                                           else pselr[nbit] = 0; end  
                    end
end
endmodule
</file>
<file path="flow/run.sh">
#!/bin/bash
# OpenROAD 26Q1-2900-gdf79404cd8, Yosys 0.63+post, stock flow scripts
make -C /OpenROAD-flow-scripts/flow DESIGN_CONFIG=/design/flow/config.mk WORK_HOME=/design/flow/orfs finish
</file>
<file path="flow/config.mk">
export PLATFORM = sky130hd
export DESIGN_NAME = addr_dec
export DESIGN_NICKNAME = addr_dec
export VERILOG_FILES = /design/flow/design.v
export SDC_FILE = /design/flow/constraint.sdc
export NUM_CORES = 4
export LEC_CHECK = 1
export CORE_AREA = 10 10 70 70
export DIE_AREA = 0 0 80 80
</file>
<file path="flow/constraint.sdc">
current_design addr_dec

set clk_period 1.8
set clk_io_pct 0.2

create_clock -name clk0 -period $clk_period

set non_clock_inputs [all_inputs -no_clocks]
set_input_delay [expr $clk_period * $clk_io_pct] -clock clk0 $non_clock_inputs
set_output_delay [expr $clk_period * $clk_io_pct] -clock clk0 [all_outputs]
</file>
==> flow_summary_export.csv <==
group,metric,value,unit
logic_synthesis,yosysCellCount,19,
cells_and_area,post-route-util,11.9,%
pwr,power,0.0619,mW
sta,rsz0062_at_grt,"no",
pwr,swShare,45.1,%
cells_and_area,regArea,0,um2
sta,hold_viol,0,
placed_design,post_dp_cell_area,355,um2
pwr,peakVddDrop,0.0742,mV
global_routing,grt_max_degree,10,
global_routing,antenna_found_initial,0,
floorplan,die_w,80,um
floorplan,fp_util,4.10,%
outcome,status,"finished, final reports clean",
drt,ant_nets,0,
sta,fmax,590,MHz
cts,ctsHoldBuffers,0,
logic_synthesis,seq_area_frac_synth,0,%
pwr,p_switching,0.0279,mW
sta,setup_slack,0.106,ns
drt,firstDrtPassIters,2,
placed_design,place_ws,-0.398,ns
drt,num_vias,247,
logic_synthesis,yosysUniqueCellTypes,13,
setup_path,cpLargestDelayFamily,"buffers and inverters",
pwr,power_density,153,nW/um2
sta,timing.slew.headroom,85.3,%
logic_synthesis,yosys_warnings,1,
hold_path,worstHoldPathType,"input port to output pin",
sta,setup_violations,0,
global_routing,grtUsageTotal,2.15,%
setup_path,setup.worst_path.class,"input port to output pin",
logic_synthesis,synth_area,140,um2
floorplan,die_area,6400,um2
cells_and_area,fill_cells,397,
drt,drt_iter0_markers,10,
logic_synthesis,topCellsByArea,"nor4b_2, nor3_1, o21bai_4",
placed_design,hpwl,585,um
global_routing,overflow,0,
setup_path,end_kind,"output pin",
drt,route.detailed.drc,0,
setup_path,worstPathCellList,"dlygate4sd2_1 -> o21bai_4 -> buf_4 -> nor4b_4 -> clkbuf_2",
setup_path,crit_slowest_cell,"nor4b_4",
drt,num_antenna_cells,0,
setup_path,startpoint_type,"input port",
sta,period_minus_slack,1.69,ns
sta,drv_slew,0,
cells_and_area,syn2layout_area_growth,189,%
drt,viasPerCell,2.91,
placed_design,io_buffers,16,
run,maxCapViolCount,0,
pwr,combPwrFrac,100.0,%
floorplan,fp-row-count,21,
logic_synthesis,avgSynthCellArea,7.38,um2
drt,wirelength,762,um
drt,wl_per_cell,8.96,um
floorplan,ios,16,
logic_synthesis,synthCells,19,
logic_synthesis,yosysTopAreaCell,"nor4b_2",
setup_path,slowest_delay,0.26,ns
floorplan,fp.dieH,80,um
global_routing,grt_pass1_wl,1.12,mm
setup_path,cp_max_fo,5,
setup_path,critical_path_buf_inv_count,3,
floorplan,core_area,3420,um2
logic_synthesis,yosys_area,140,um2
pwr,pwr-share-clk,0,%
placed_design,gp_congestion,0.761,
placed_design,dp_cells,80,
cells_and_area,final_area,405,um2
sta,post-route-period-util,94.1,%
cells_and_area,drive_above_1_share,53.8,%
run,warnings,33,
logic_synthesis,top_cell_area_share,21.4,%
cells_and_area,flops,0,
pwr,p_leak,0.173,nW
sta,worst_slew_pin_slew,0.221,ns
pwr,pwr-share-seq,0,%
global_routing,grt_pass1_vias,218,
setup_path,worstPathArrival,1.33,ns
pwr,power.internal,0.0340,mW
cells_and_area,nClkBuffers,0,
cells_and_area,fin_cells,85,
setup_path,required,1.44,ns
path summary, 6_finish.rpt:
check                  end  cells after the start  startpoint
setup / recovery  pselw[2]                      5    PADDR[3]
hold / removal     PSLVERR                      4    PADDR[3]
routing by layer:
layer	share of wire (%)	GRT usage (%)
met2	32	2.41
met5	0	0
met3	14	1.02
met4	0	0
met1	53	3.56
stage by stage:
stage	hold WS (ns)	setup TNS (ns)
2_1_floorplan	0.733	0
3_3_place_gp	1.66	-3.22
3_5_place_dp	1.67	-3.37
4_1_cts	1.14	-0.0637
5_1_grt	1.14	0
6_report	1.11	0
worst min-delay path, cell delays in order:
cell and delay [ns]:
dlygate4sd2_1 0.21, inv_1 0.04, o31ai_1 0.05, dlymetal6s2s_1 0.10
power groups by stage:
stage	Clock (mW)	Sequential, mW	Combinational, mW
CTS	0	0	0.0567
global route	0	0	0.0684
finish	0	0	0.0619
placed cells by master (no fill, tap or decap), types with 2 or more instances in the layout:
| master | instances |
|---|---|
| nand3b_1 | 2 |
| dlygate4sd2_1 | 9 |
| clkdlybuf4s15_2 | 3 |
| buf_4 | 5 |
| buf_2 | 2 |
| nor3_2 | 4 |
kinds of logic (layout without fill, tap and decap cells):
group | Yosys count | in the layout | share of synthesized area (%)
simple gates | 13 | 13 | 68.7
compound gates | 2 | 2 | 18.8
buf+inv | 4 | 24 | 12.5
synth_stat cells, drive strengths merged:
cell type	number
buf	2
inv	2
nand2	1
nand3	1
nand3b	2
nor2	1
nor3	4
nor4	2
nor4b	2
o21bai	1
o31ai	1
final cells by class:
cell class | count | area, um2 | share of cell area [%]
repair buffers | 22 | 189 | 46.6
multi-input cells | 15 | 151 | 37.3
well taps | 46 | 57.6 | 14.2
inverters | 2 | 7.51 | 1.85
repair_timing:
action,in CTS,in global routing
buffers inserted,2,3
resized,31,3
pin swaps,4,0
setup endpoints to repair,9,2
Power and IR drop assume default switching activity.
