==> /design/flow/design.v <==
`timescale 1ns / 1ps
module clk_divider #(parameter N= 4)  
		(
		output 	reg		clkout ,                      
		input 	wire	[N-1 : 0] divmd,				         
		input 	wire	n_reset, 
		input 	wire	enable, 
		input 	wire	clk
		);
reg     [N-1 : 0]	cnt = 0 ;	
reg flag = 0;
initial begin
         clkout <= 1'b 0;
end
	always @ (posedge clk or negedge n_reset)   
		begin	
			if(n_reset == 1'b 0)   
					clkout <= 1'b 0;
			else if(enable == 1'b 1) 
			           case (flag)
                                      0:   case( cnt )
                                              divmd-1  : begin   cnt = 0; clkout <= 1'b 1 ; flag = 1;  end  
                                              default  : cnt = cnt + 1;          
                                           endcase 
                                      1:   case( cnt )
                                              divmd-1  : begin   cnt = 0; clkout <= 1'b 0 ; flag = 0;  end  
                                              default  : cnt = cnt + 1;          
                                           endcase
                      endcase
		end
endmodule
==> /design/flow/run.sh <==
#!/bin/bash
# OpenROAD 26Q1-2900-gdf79404cd8, Yosys 0.63+post, stock flow scripts
make -C /OpenROAD-flow-scripts/flow DESIGN_CONFIG=/design/flow/config.mk WORK_HOME=/design/flow/orfs finish
==> /design/flow/config.mk <==
export PLATFORM = sky130hd
export DESIGN_NAME = clk_divider
export DESIGN_NICKNAME = clk_divider
export VERILOG_FILES = /design/flow/design.v
export SDC_FILE = /design/flow/constraint.sdc
export NUM_CORES = 4
export LEC_CHECK = 1
export CORE_AREA = 10 10 70 70
export DIE_AREA = 0 0 80 80
==> /design/flow/constraint.sdc <==
current_design clk_divider

set clk_period 3.1
set clk_io_pct 0.2

create_clock -name clk0 -period $clk_period [get_ports {clk}]

set non_clock_inputs [all_inputs -no_clocks]
set_input_delay [expr $clk_period * $clk_io_pct] -clock clk0 $non_clock_inputs
set_output_delay [expr $clk_period * $clk_io_pct] -clock clk0 [all_outputs]
==> impl_metrics.json <==
{
  "chip_area_um2": 6400,
  "critPathMaxFanout": 4,
  "cts.sinks": 6,
  "detail-route-antenna-nets": 0,
  "regArea_um2": 175,
  "io_pins": 8,
  "place_area_um2": 549,
  "final_util": 0.168,
  "overflow": 0,
  "core_area_um2": 3420,
  "p_leak_nw": 0.208,
  "place_congestion": 0.744,
  "cts_tree": "yes",
  "fmax_mhz": 382,
  "dp_hpwl_um": 610,
  "wire_per_inst_um": 7.91,
  "fin_ws_ps": 481,
  "max_slew_margin": 0.698,
  "cap_violations": 0,
  "clkPwrFrac": 0.319,
  "critPathRequiredTime_ps": 3230,
  "reg2regPathDepth": 7,
  "grt_start_max_net_pins": 6,
  "grt_setup_unrepaired": "no",
  "grt.total_usage": 0.0268,
  "die_h_um": 80,
  "outcome": "finished, final reports clean",
  "hold_violations": 0,
  "synth.distinct_cells": 16,
  "intPower_uw": 182,
  "grt_pass1_wl_um": 1410,
  "cellPowerDensity_nw_per_um2": 421,
  "path_clk_slew_ps": 50,
  "worst_pin_slew_ps": 450,
  "arrival_ps": 2750,
  "synth-edff-count": 5,
  "final.setup_skew_ps": 1.70,
  "r2r_end": "clkout",
  "hold_slack_ps": 511,
  "final.setup.tns_ps": 0,
  "fin_cells": 95,
  "cts_hold_buf": 0,
  "path_class": "in2reg",
  "post_drt_via_cell_ratio": 3.09,
  "netlist_top_cells_count": "edfxtp_1, xnor2_1, ha_1, inv_1",
  "route.detailed.drc": 0,
  "clkLatencyLatePin_ps": 240,
  "seq_power_share": 0.423,
  "swShare": 0.250,
  "crit_path_end_kind": "register",
  "htreeDepth": 1,
  "n_antenna_cell": 0,
  "top_cell_area_share": 0.369,
  "rows": 21,
  "numCtsBuffers": 3,
  "flop_cell": "edfxtp_1",
  "postSynthCellCount": 36,
  "drt-pass1-iter-count": 3,
  "dpl.cell_count": 91,
  "portBuffers": 7,
  "totalPowerFinal_uw": 242,
  "startpoint": "divmd[0]",
  "synthTopCellsByArea": "edfxtp_1, ha_1, xnor2_1, xor2_1, dfrtp_1",
  "peakVddDrop_mv": 0.157,
  "pre_cts_ws_ps": 210,
  "combPwrFrac": 0.257,
  "comb_area_um2": 216,
  "syn_avg_cell_area_um2": 11.3,
  "yosys.area.top_type": "edfxtp_1",
  "via_count": 294,
  "power_switching_uw": 60.5,
  "start_kind": "input pin",
  "fin_area_um2": 576,
  "ys_cells": 36,
  "drt_iter0_drc": 2,
  "synth.cell_area_um2": 407,
  "fill_cells": 391,
  "syn2layout_area_growth_pct": 41.5,
  "synth_flops": 6,
  "drv_slew": 0,
  "setup_viol_count_final": 0,
  "period_needed_ps": 2620,
  "tool_warnings": 26,
  "finalClockPeriodUsage": 0.845,
  "grt_antenna_before_repair": 0,
  "r2r_start": "cnt[3]",
  "ys_area_um2": 407,
  "synthArstFlopShare": 0.167,
  "critPathCapture": "clkout",
  "postCtsSetupBuffers": 0,
  "yosys_warnings": 1,
  "cts_resized": 0,
  "grt_pass1_vias": 326,
  "ys_seq_share": 0.431,
  "root_buffer": "clkbuf_4",
  "fp_util": 0.119,
  "layout-drive-gt1-share": 0.163,
  "fp.dieW_um": 80,
  "clock_path_buffers": 2,
  "min_path_type": "reg2reg",
  "regToRegSetupSlack_ps": 1120,
  "wl_um": 751
}
worst min path at each step:
| stage | start | end | slack [ps] | depth (start not counted) |
|---|---|---|---|---|
| final | clkout | clkout | 510 | 1 |
| after global routing | n_reset | clkout | 520 | 1 |
| after CTS | clkout | clkout | 510 | 1 |
cell families after synthesis:
kind of cell             share of synthesized area
buffers and inverters                       0.0369
AND/OR/NAND/NOR                             0.0800
AND-OR/OR-AND                                0.129
flip-flops                                   0.431
multiplexers                                0.0277
adder cells (fa/ha/maj)                      0.123
XOR/XNOR                                     0.172
cell usage in the layout (no fill, tap or decap), drive strengths merged:
cell type      synthesis  routed
dfrtp                  1       1
xor2                   3       3
clkbuf                 0       4
nor3                   1       1
mux2                   1       1
buf                    0       2
a41oi                  1       1
xnor2                  5       5
inv                    4       4
nand2                  1       1
a21oi                  1       1
nand3                  2       2
edfxtp                 5       5
a211oi                 1       1
clkdlybuf4s50          0       7
nor2                   2       2
and2                   1       1
a31oi                  3       3
ha                     4       4
sequential cells by signal, indices dropped and copies added, names as in the netlist:
register,flops
cnt,4
clkout,1
flag,1
power by group through the flow:
stage                 Clock [mW]  Sequential, mW  Combinational (mW)
after global routing      0.0843           0.103              0.0729
after CTS                 0.0818           0.103              0.0634
final                     0.0773           0.103              0.0623
layout make-up:
cell class,instances,area share
timing repair buffer,9,0.148
sequential,6,0.304
multi-input combinational,26,0.376
inverter,4,0.0261
clock buffer,4,0.0457
tap,46,0.100
routing by layer:
| layer | part of all wire | vias to the layer above | global-route usage |
|---|---|---|---|
| met4 | 0.012 | 0 | 0.00528 |
| met5 | 0 | - | 0 |
| met1 | 0.59 | 131 | 0.0420 |
| li1 | - | 154 | - |
| met3 | 0.071 | 2 | 0.0125 |
| met2 | 0.32 | 7 | 0.0313 |
critical path, cell delays in order:
cell	delay, ps
clkdlybuf4s50_1	550
inv_1	60
ha_1	300
xnor2_1	150
a211oi_2	230
nand3_1	160
ha_1	240
nor2_1	100
nand2_1	60
mux2_2	260
No activity file was given, so power comes from the tool's default toggle rates.
