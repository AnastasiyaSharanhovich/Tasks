$ cat design.v
`timescale 1ns / 1ps
module regr  #(    parameter DWIDTH = 8 )(
                      input  wire                         PCLK,
                      input  wire                         PENABLE,
                      input  wire                         PWRITE,
                      input  wire                         PSEL,  
                      input  wire                         PRESETn, 
                      input  wire [DWIDTH-1:0]            regr_in,        
                      output wire [DWIDTH-1:0]            PRDATA);
reg [DWIDTH-1:0]  regr_RO;
assign PRDATA = (PSEL && PENABLE) ? regr_RO : 'b0;
always @(posedge PCLK or negedge PRESETn) begin  
   if(!PRESETn) regr_RO = 'b0; 
       else regr_RO = regr_in; 
end
endmodule
$ cat run.sh
#!/bin/bash
# OpenROAD 26Q1-2900-gdf79404cd8, Yosys 0.63+post, stock flow scripts
make -C /OpenROAD-flow-scripts/flow DESIGN_CONFIG=/design/flow/config.mk WORK_HOME=/design/flow/orfs finish
$ cat config.mk
export PLATFORM = sky130hd
export DESIGN_NAME = regr
export DESIGN_NICKNAME = regr
export VERILOG_FILES = /design/flow/design.v
export SDC_FILE = /design/flow/constraint.sdc
export NUM_CORES = 4
export LEC_CHECK = 1
export CORE_AREA = 10 10 70 70
export DIE_AREA = 0 0 80 80
$ cat constraint.sdc
current_design regr

set clk_period 1.0
set clk_io_pct 0.2

create_clock -name clk0 -period $clk_period [get_ports {PCLK}]

set non_clock_inputs [all_inputs -no_clocks]
set_input_delay [expr $clk_period * $clk_io_pct] -clock clk0 $non_clock_inputs
set_output_delay [expr $clk_period * $clk_io_pct] -clock clk0 [all_outputs]
==> Slide: Implementation Results <==
Run Summary

Die
  – CORE AREA: 0.00342 mm2
  – Chip width: 80 um
  – Die Ht: 80 um
  – Io pins: 21
  – Die ar.: 0.00640 mm2
  – Fp util: 7.33%
  – FP Rows: 21

CTS
  – Num CTS Buffers: 3
  – H-tree Lvls: 1
  – Reg clk slew, reported paths: 50 ps
  – CTS tree: built
  – Root Driver: clkbuf_4
  – Max Root-Sink Buffers: 2
  – Setup bufs post-CTS: 0
  – Hold buffer count at CTS: 0
  – Sink Count: 8

Layout
  – Final Util: 14.0%
  – Layout cells sized above 1: 28.9%
  – Max reg flops: 8
  – Fillers: 400
  – Area grow syn2layout: 91.0%
  – Dominant logic cell type in the layout: clkdlybuf4s50_1
  – Most numerous logic cells after layout: clkdlybuf4s50_1, and3_1, buf_2, dfrtp_1, clkbuf_4
  – Fin area: 478 um2

Detailed routing
  – Vias: 211
  – Number of remaining DRC errors: 0
  – Routed Antenna Nets: 0
  – DR vias/cell: 2.51
  – DR WL/cell: 9.00 um
  – Drt first pass iters: 2
  – ANT cells: 0
  – DR iter-0 viols: 14
  – Drt total wl: 756 um

Synth
  – Adder share: 0%
  – Post-Syn Instances: 16
  – Main logic family: simple AND/OR/NAND/NOR gates
  – Post-Synth AOI/OAI Area: 0%
  – Mux frac, synth: 0%
  – Cells in synth_stat.txt: 16
  – YS chip area: 250 um2
  – Mean Syn Cell Area: 15.6 um2
  – Synthesized area: 250 um2
  – Yosys xor share: 0%
  – Ys flops: 8
  – Distinct lib cells used: 2
  – Synth warnings: 1
  – Post-synth seq share: 80.0%
  – Synth Area in Simple Gates: 20.0%

Placed design
  – Placement Setup Slack: -625 ps
  – Gp weighted congestion: 0.762
  – IO Port Bufs: 19
  – Area of placed instances: 498 um2

Power and ir drop
  – Total power: 640 uW
  – Peak VDD IR: 234 uV
  – Leakage: 0.239 nW
  – Power density cells: 1340 mW/mm2

Setup path
  – Crit. End Element: primary output
  – WP data arrival: 870 ps
  – Startpoint Class: flip-flop
  – WS Path Type: reg2out
  – Worst EP required: 800 ps
  – CP startpoint: regr_RO[6]
  – Critical path peak fanout: 1

Global routing
  – Number of global-route vias before repair: 215
  – Total grt overflow: 0
  – Pin count of the biggest net entering global routing: 9
  – Initial antenna violation count: 0
  – Global-route usage over all layers: 2.10%
  – First-pass GRT wire length: 1040 um

Job
  – Max-Cap Viols: 0
  – Tool warnings: 28

STA
  – Final tally of hold violations: 0
  – Worst rel slew slack: 77.3%
  – Endpoints failing setup: 8
  – Final Cycle Share: 107%
  – Peak Freq: 931 MHz
  – Fin. max-slew vios: 0
  – RSZ-0062 raised after global routing: yes
  – Final Worst Setup Slack: -73.7 ps
  – Tightest Pin Transition: 340 ps
  – Min cycle time layout: 1070 ps
  – Hold slack: 226 ps

Run status
  – Failing checks: negative setup slack
  – Outcome: finished with violations

Hold path
  – HP Class: in2async
## per-stage QoR
step	std cells	TNS, ps
after floorplan	16	0
after global placement	81	-4650
after detailed placement	81	-4950
after CTS	84	-380
after global routing	84	-635
final	84	-268
## worst max-delay path, cell delays in order (launching register included)
cell and delay, ps:
dfrtp_1 350, and3_1 170, buf_2 110
## routing by layer
layer | vias up | track usage [%] | wire (um)
met4 | 0 | 1.23 | 38
met3 | 4 | 1.36 | 119
li1 | 101 | - | -
met2 | 17 | 3.05 | 304
met1 | 89 | 2.23 | 294
met5 | - | 0 | 0
## cell usage after synthesis
cell	number	area share (%)
and3_1	8	20
dfrtp_1	8	80
## cell families (layout without fill, tap and decap cells)
group / count (synthesis) / after routing
and+or+nand+nor: 8 / 8
DFF: 8 / 8
buffers and inverters: 0 / 22
## path summary, 6_finish.rpt
kind	to	cells past startpoint
worst max-delay path	PRDATA[6]	2
min in group clk0	regr_RO[4]	1
worst min-delay path	regr_RO[3]	1
max in group asynchronous	regr_RO[2]	1
## timing repair
action	in CTS	in global routing
endpoints found under the setup margin	8	8
gates resized	26	0
hold endpoints to repair	0	0
## final cells by class
cell class                      count  area [um2]  share of cell area, %
Sequential cell                     8         200                   41.9
Timing Repair Buffer               19         148                   30.9
Tap cell                           46        57.6                   12.0
Multi-Input combinational cell      8        50.0                   10.5
Clock buffer                        3        22.5                   4.71
## report_power, final
group | internal [mW] | switching, mW
Combinational | 0.0482 | 0.0201
Sequential | 0.341 | 0.00285
Clock | 0.136 | 0.0921
Total | 0.525 | 0.115
No activity file was given, so power comes from the tool's default toggle rates.
